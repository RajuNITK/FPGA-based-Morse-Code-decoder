==> flow/design.v <==
module bcd_7_seg(input [3:0]x, output reg [0:6]a);
 always @(x)
	case(x)
		0:a=7'b1000000;
		1:a=7'b1001111;
		2:a=7'b0100100;
		3:a=7'b0110000;
		4:a=7'b0011001;
		5:a=7'b0010010;
		6:a=7'b0000010;
		7:a=7'b1111000;
		8:a=7'b0000000;
		9:a=7'b0010000;
		default:a=7'b1111111;
	 endcase
endmodule
==> flow/run.sh <==
#!/bin/bash
# OpenROAD 26Q1-2900-gdf79404cd8, Yosys 0.63+post, stock flow scripts
make -C /OpenROAD-flow-scripts/flow DESIGN_CONFIG=/design/flow/config.mk WORK_HOME=/design/flow/orfs finish
==> flow/config.mk <==
export PLATFORM = sky130hd
export DESIGN_NAME = bcd_7_seg
export DESIGN_NICKNAME = bcd_7_seg
export VERILOG_FILES = /design/flow/design.v
export SDC_FILE = /design/flow/constraint.sdc
export NUM_CORES = 4
export LEC_CHECK = 1
export CORE_AREA = 10 10 70 70
export DIE_AREA = 0 0 80 80
==> flow/constraint.sdc <==
current_design bcd_7_seg

set clk_period 1.7
set clk_io_pct 0.2

create_clock -name clk0 -period $clk_period

set non_clock_inputs [all_inputs -no_clocks]
set_input_delay [expr $clk_period * $clk_io_pct] -clock clk0 $non_clock_inputs
set_output_delay [expr $clk_period * $clk_io_pct] -clock clk0 [all_outputs]
==> out/results.ini <==
[run_status]
status=complete, no violations

[timing]
maxSlewViolCount=0
period_minus_slack_ns=1.66
hold_viol_final=0
period_used_share=0.974
fmax_mhz=604
max_slew_margin=0.835
tightest_slew_ns=0.246
setup_ws_ns=0.0446
hold_slack_ns=1.10
grt_setup_unrepaired=no
finalSetupViolations=0

[detailed_routing]
drt_iter0_markers=3
via_per_inst=2.73
drc=0
postRouteAntennaNets=0
routed_wl_um=817
vias=240
drtPass1Iterations=2
routedWlPerCell_um=9.28
diodes=0

[finish]
area_delta_synth_final_pct=130
final_cells=88
flop-count=0
regArea_um2=0
clkbuf_count=0
layout-drive-gt1-share=0.690
final_util=0.130

[synthesis]
synth.avg_cell_area_um2=7.71
ys_warn_count=1
top_area_frac=0.260
syn_area_um2=193
yosys_area_um2=193
synthTopCellsByCount=ha_1, inv_1, a22oi_1
top_area_cell=ha_1
yosysSeqAreaShare=0
synth.distinct_cells=15
ys_top_cells_by_area=ha_1, a22oi_1, inv_1, mux2i_2, nand2b_1
netlist_instances=25
yosys_cells=25

[worst_setup_path]
crit_fanout=3
critPathLaunchType=primary input
slowest_stage=mux2i_2
worstPathArrival_ns=1.32
crit_type=primary input to primary output
crit_required_ns=1.36
crit_path_cell_trace=buf_2 -> inv_2 -> buf_4 -> ha_2 -> mux2i_2 -> buf_4 -> a22oi_2 -> buf_2
max_stage_delay_ns=0.18
end_kind=primary output

[global_route]
grt_pass1_vias=274
overflow=0
grtUsageTotal=0.0256
grt_pass1_wl_mm=1.32
grt_max_degree=9
antenna_found_initial=0

[power]
peakVddDrop_mv=0.0873
power_per_cell_area_nw_per_um2=235
power_leakage_uw=0.000174
power_uw=104

[floorplanning]
core_area_um2=3420
io_pins=11
die_x_um=80
floorplan.core_util=0.0564
die_y_um=80
chipArea_um2=6400
num_rows=21

[clocking]
ctsHoldBuffers=0

[place]
place_ws_ns=-0.703
post-place-cells=86
io_buffers=11
place_congestion=0.794
dp_hpwl_um=616

[run]
maxCapViolCount=0
warnings=36

[worst_hold_path]
hp-class=primary input to primary output

[final timing paths]
path              startpoint   end  slack, ns  cells past startpoint
setup / recovery        x[1]  a[3]       0.04                      8
hold / removal          x[3]  a[4]       1.10                      3
[where the power goes]
group / leakage [µW] / internal, µW / switching (µW)
clock: 0 / 0 / 0
sequential: 0 / 0 / 0
combinational: 0.000174 / 55.6 / 48.4
total: 0.000174 / 55.6 / 48.4
[per-layer routing]
metal,global-route usage,part of all wire,up-vias
li1,-,-,120
met1,0.0442,0.63,109
met2,0.0313,0.31,11
met3,0.00568,0.060,0
met4,0,0,0
met5,0,0,-
[stage by stage]
stage               instance area (µm²)  setup TNS [ns]
floorplan                           193               0
global placement                    387           -3.77
detailed placement                  387           -3.99
CTS                                 438         -0.0215
global route                        443               0
finish                              443               0
[cells in the final DEF (no fill, tap or decap)]
cell | netlist | final
buf_4 | 0 | 5
clkdlybuf4s15_1 | 0 | 1
buf_2 | 0 | 6
ha_4 | 0 | 2
a21oi_2 | 0 | 2
nor2b_2 | 0 | 1
mux2i_2 | 1 | 1
clkbuf_2 | 0 | 1
buf_6 | 1 | 2
nand2b_1 | 2 | 2
xor2_1 | 1 | 1
nor3b_1 | 1 | 1
inv_1 | 4 | 2
inv_2 | 1 | 3
ha_2 | 0 | 1
o21ai_1 | 1 | 1
nor3b_4 | 0 | 1
a31oi_1 | 1 | 1
ha_1 | 4 | 1
o31ai_4 | 0 | 1
a22oi_2 | 0 | 3
dlygate4sd2_1 | 0 | 3
[cell families (layout without fill, tap and decap cells)]
family / count (synthesis) / count (layout) / share of synthesized area
compound gates: 8 / 8 / 0.266
xor+xnor: 1 / 1 / 0.0455
fa+ha+maj: 4 / 4 / 0.260
buf+inv: 6 / 23 / 0.156
mux: 1 / 1 / 0.0714
simple gates: 5 / 5 / 0.201
[critical path: cells and delay by family]
kind            cells  cell delay [ns]
compound gates      1             0.05
fa+ha+maj           1             0.16
buf+inv             5             0.58
mux                 1             0.18
[cell type report]
class,count,area (µm²)
fill,405,2970
inverter,5,18.8
tap,46,57.6
multi-input combinational,19,235
timing repair buffer,18,131
[repair_timing]
action                                  CTS  global route
endpoints found under the setup margin    7             6
resized                                  39             8
setup buffers                             2             0
pin swaps                                 4             3
cloned                                    0             0
No activity file was given, so power comes from the tool's default toggle rates.
