### run.sh
#!/bin/bash
# OpenROAD 26Q1-2900-gdf79404cd8, Yosys 0.63+post, stock flow scripts
make -C /OpenROAD-flow-scripts/flow DESIGN_CONFIG=/design/flow/config.mk WORK_HOME=/design/flow/orfs finish
### config.mk
export PLATFORM = sky130hd
export DESIGN_NAME = data_decoder
export DESIGN_NICKNAME = data_decoder
export VERILOG_FILES = /design/flow/design.v
export SDC_FILE = /design/flow/constraint.sdc
export NUM_CORES = 4
export LEC_CHECK = 1
export CORE_AREA = 10 10 75 75
export DIE_AREA = 0 0 85 85
### constraint.sdc
current_design data_decoder

set clk_period 1.0
set clk_io_pct 0.2

create_clock -name clk0 -period $clk_period

set non_clock_inputs [all_inputs -no_clocks]
set_input_delay [expr $clk_period * $clk_io_pct] -clock clk0 $non_clock_inputs
set_output_delay [expr $clk_period * $clk_io_pct] -clock clk0 [all_outputs]
### design.v
module data_decoder(
input rst,
input send_data,
input [3:0] count,
input [3:0] data_out,
output reg [4:0] out_morse,
output reg count_reset_sig
    );
    parameter A_m = 0;
    parameter B_m = 1;
    parameter C_m = 2;
    parameter D_m = 3;
    parameter E_m = 4;
    parameter F_m = 5;
    parameter G_m = 6;
    parameter H_m = 7;
    parameter I_m = 8;
    parameter J_m = 9;
    parameter K_m = 10;
    parameter L_m = 11;
    parameter M_m = 12;
    parameter N_m = 13;
    parameter O_m = 14;
    parameter P_m = 15;
    parameter Q_m = 16;
    parameter R_m = 17;
    parameter S_m = 18;
    parameter T_m = 19;
    parameter U_m = 20;
    parameter V_m = 21;
    parameter W_m = 22;
    parameter X_m = 23;
    parameter Y_m = 24;
    parameter Z_m = 25;
    parameter SPACE_m = 26;
    always@(*)
    begin
        if(!rst)
            begin
                out_morse = 5'b00000;
                count_reset_sig = 1'b0;
            end
        else
            begin
            if(send_data)
                begin
                case(count)
                    1: begin
                        case(data_out[0])
                            0 : out_morse = E_m;
                            1 : out_morse = T_m;
                        endcase
                       end
                    2: begin
                        case(data_out[1:0])
                            0 : out_morse = I_m;
                            1 : out_morse = A_m;
                            2 : out_morse = N_m;
                            3 : out_morse = M_m;       
                        endcase
                       end
                    3:  begin
                            case(data_out[2:0])
                                0 : out_morse = S_m;
                                1 : out_morse = U_m;
                                2 : out_morse = R_m;
                                3 : out_morse = W_m;
                                4 : out_morse = D_m;
                                5 : out_morse = K_m;
                                6 : out_morse = G_m;
                                7 : out_morse = O_m;
                            endcase
                        end
                    4:  begin
                            case(data_out[3:0])
                                0 : out_morse = H_m;
                                1 : out_morse = V_m;
                                2 : out_morse = F_m;
                                4 : out_morse = L_m;
                                6 : out_morse = P_m;
                                7 : out_morse = J_m;
                                8 : out_morse = B_m;
                                9 : out_morse = X_m;
                                10 : out_morse = C_m;
                                11 : out_morse = Y_m;
                                12 : out_morse = Z_m;
                                13 : out_morse = Q_m;
                                15 : out_morse = SPACE_m;
                            endcase
                        end
                     default: out_morse = 27;
                endcase
                count_reset_sig = 1'b1;
                end
            else
                begin
                    count_reset_sig = 1'b0;
                end
            end
    end
endmodule
==> Slide: Implementation Results <==
Physical Implementation Snapshot

Run status
  • Status: finished, final reports clean

Layout
  • P&R area growth vs syn: 43.0%
  • FILL cells: 455
  • Post-Layout Cell Count: 136
  • Share of cells above drive strength 1: under 10%
  • Largest register FFs: 5
  • Design Area, Final: 737 um2

Synth
  • Synth Instances: 71
  • Syn avg cell area: ~7.3 um2
  • Chip area in the Yosys report: 515 um2
  • Top post-synthesis cells by count: nor2_1, dlxtn_1, ha_1, inv_1, nand2b_1
  • Post-synth ARST share: 0%
  • Most common cell in the netlist: nor2_1
  • Synth warn: 1
  • Max-area cell share: between 10% and 20%
  • Top cells, area: dlxtn_1, ha_1, nand2b_1, nor2_1, mux2i_1
  • # Cells Yosys: 71
  • Cell variety after synth: 35
  • Flip-flops with a built-in enable: 0
  • Cell taking the most area after synthesis: dlxtn_1
  • Mapped cell area: 515 um2
  • Flops after synth: 5
  • Top_reg_cell synth: dlxtn_1

Critical path
  • Largest stage delay on the critical path: 0.24 ns
  • Crit path DAT: 0.76 ns
  • Worst path cell trace: dlygate4sd2_1 > and2_1 > clkdlybuf4s15_1
  • Critical path launch point type: input pin
  • Critical path class: in2out
  • Critical path capture point type: primary output
  • Family with the most delay on the worst path: buffers and inverters
  • CP Max Fanout: 2
  • Slowest CP cell: dlygate4sd2_1
  • Crit path required time: 0.80 ns
  • Buf+Inv Stages, Crit Path: 2

Placed design
  • Placed cell area: 739 um2
  • Dpl hpwl: around 1100 um
  • Post-place setup slack: -0.473 ns
  • Placed insts: 136
  • IO buf count: 16
  • Placer Congestion: 0.847

CTS
  • Setup bufs post-CTS: 0
  • Hold_buf cts: 0
  • CTS resizes: 4

Detailed routing
  • First drt pass iteration count: 4
  • Routed vias/inst: 4.05
  • Drc violations: 0
  • DRT iter0 DRCs: 27
  • DR vias: 551
  • Inserted Diodes: 0
  • WL per Instance: 9.82 um
  • Post-route ant nets: 0
  • Total Wirelength: 1340 um

Global routing
  • Top Usage Layer GRT: met2
  • Met2 usage: roughly 6.5%
  • GRT Util Overall: 3.69%
  • First-pass GRT wire length: approximately 2400 um
  • Antenna violations before repair: 0
  • Met1 Track Usage GR: 4.82%
  • Vias in the first global route: about 560
  • Gr ovfl total: 0
  • M3 GR Usage: 0.482%
  • Largest net degree at the start of global routing: 15

Final timing
  • Setup ws final: 0.0408 ns
  • Setup violations, final: 0
  • RSZ-0062 raised after global routing: no
  • Fin. max-slew vios: 0
  • Final Hold Viols: 0
  • Final TNS setup: 0 ns
  • Slew @ Worst Pin: about 0.45 ns
  • Fin crit share: 95.9%
  • Max_slew headroom: 69.6%
  • Register pins left without a clock: 5
  • Fin crit period: 0.959 ns
  • Fmax: roughly 1.0 GHz
  • Endpoints left unconstrained: 10

Die
  • Die X: 85 um
  • I/O Pins: 16
  • Row count: 23
  • Die Y-Extent: between 80 and 90 um
  • Die ar.: about 7200 um2
  • Total core area: between 4000 and 5000 um2
  • Fp util: approximately 13%

Power and ir drop
  • Leak pwr: 0.298 nW
  • Power Dens Cells: 298 nW/um2
  • Power Total: 0.000220 W
  • Peak supply drop: about 0.00012 V

Run
  • Tool warnings: 36
  • Max-cap violation count: 0

Hold path
  • Worst Hold Class: in2out
cell type report:
class	instances	area, um2	area share [%]
inverter	5	18.8	2.55
tap	50	62.6	8.49
multi-input combinational	58	408	55.3
timing repair buffer	18	173	23.4
sequential	5	75.1	10.2
report_power, final:
| part | internal, W | switching (W) | leakage [nW] |
|---|---|---|---|
| Combinational | 0.000104 | 0.000100 | 0.258 |
| Clock | 0 | 0 | 0 |
| Sequential | 0.0000142 | 0.000000845 | 0.0397 |
| Total | 0.000118 | 0.000101 | 0.298 |
cell usage in the layout, fill, tap and decap left out, types with 3 or more instances in the layout:
| cell type | synthesis | routed |
|---|---|---|
| ha_1 | 5 | 5 |
| inv_1 | 5 | 5 |
| o21ai_0 | 3 | 3 |
| nand2b_1 | 5 | 5 |
| dlxtn_1 | 5 | 5 |
| nor2b_1 | 3 | 3 |
| clkdlybuf4s50_1 | 0 | 13 |
| nor2_1 | 6 | 6 |
| nand2_1 | 4 | 4 |
through the flow:
step / utilization, % / hold slack (ns)
final: 18.2 / 0.899
after global routing: 18.2 / 0.933
after CTS: 18.2 / 0.909
after detailed placement: 18.2 / 1.36
after global placement: 18.2 / 1.35
after floorplan: - / 0.472
tightest hold or removal path: stages:
cell and delay (ns):
dlygate4sd2_1 0.20, and2_1 0.12, clkdlybuf4s15_1 0.17
per-layer routing:
metal / wire (um) / up-vias / part of all wire, %
met3: 49 / 0 / 3.7
met1: 631 / 235 / 47
met2: 655 / 14 / 49
met5: 0 / - / 0
li1: - / 302 / -
met4: 0 / 0 / 0
worst paths after layout:
path,from,end,cells past startpoint
setup / recovery,rst,count_reset_sig,3
hold / removal,rst,count_reset_sig,3
cell families (layout without fill, tap and decap cells):
logic type               count (synthesis)  count (layout)  share of synthesized area, %
multiplexers                             2               2                          3.88
AND/OR/NAND/NOR                         29              29                          31.6
buffers and inverters                    8              23                          6.31
adder cells (fa/ha/maj)                  5               5                          12.1
latches                                  5               5                          14.6
AND-OR/OR-AND                           22              22                          31.6
Power figures rest on the tool's default switching activity, not on a simulated workload.
