[config.mk]
export PLATFORM = sky130hd
export DESIGN_NAME = data_in
export DESIGN_NICKNAME = data_in
export VERILOG_FILES = /design/flow/design.v
export SDC_FILE = /design/flow/constraint.sdc
export NUM_CORES = 4
export LEC_CHECK = 1
export CORE_AREA = 10 10 70 70
export DIE_AREA = 0 0 80 80
[constraint.sdc]
current_design data_in

set clk_period 1.5
set clk_io_pct 0.2

create_clock -name clk0 -period $clk_period [get_ports {clk}]

set non_clock_inputs [all_inputs -no_clocks]
set_input_delay [expr $clk_period * $clk_io_pct] -clock clk0 $non_clock_inputs
set_output_delay [expr $clk_period * $clk_io_pct] -clock clk0 [all_outputs]
[design.v]
module data_in(
input rst,
input clk,
input data_in,
input count_reset_sig,
output reg [4:0] out,
output reg [3:0] count_out,
output reg handshake_sig
    );
reg [36:0] count; 	
    always@(posedge clk)
    begin
        if(!rst)
            begin
                out = 5'b00000;       
                count_out = 4'b1111;     
            end
            begin
                if(count_reset_sig)  
                    begin
                        count_out = 4'hf;
								handshake_sig = 1'b1;
                    end
                else
                    begin
								if(handshake_sig)
									begin
										out = 5'b00000;
										handshake_sig = 1'b0;
									end
                        out = {out[3:0], data_in};
                        count_out = count_out + 1; 
                    end
            end
    end
endmodule
[run.sh]
#!/bin/bash
# OpenROAD 26Q1-2900-gdf79404cd8, Yosys 0.63+post, stock flow scripts
make -C /OpenROAD-flow-scripts/flow DESIGN_CONFIG=/design/flow/config.mk WORK_HOME=/design/flow/orfs finish
==> run summary <==
Implementation status.

- The family of cells with the greatest summed delay on the critical path is buffers and inverters.
- According to the floorplan report, the die height is approximately 80 um.
- The count of antenna-violating nets left after detailed routing is 0.
- The synthesized flop and latch total is 10.
- The setup TNS is 0 ns.
- The leftover overflow at the end of global routing is 0.
- The met3 usage in global routing is less than 1%.
- CTS built an H-tree with a depth of 1.
- STA classifies the critical path endpoint as an output pin.
- The leakage power is between 0.2 and 0.25 nW.
- The average wire length per cell after detail routing is roughly 8.3 um.
- The report puts the cell count of the worst reg-to-reg path at 3.
- Per the synth stats, the flop cell with the highest instance count is sky130_fd_sc_hd__dfxtp_1.
- The routed layout has around 300 vias.
- The via count of the first global-routing pass was between 200 and 300.
- The final estimated routing congestion in global placement is 0.631.
- The switching share of power is about a fifth.
- For this design, the CTS-stage hold fixing added 0 buffers.
- Entering global routing, the biggest net connects 12 pins.
- The routed design shows a via density per instance of just over 3.
- The worst-case hold slack is about 0.49 ns.
- Ranked by instance count, the synthesized netlist is headed by 9 x sky130_fd_sc_hd__dfxtp_1, 5 x sky130_fd_sc_hd__nand2b_1, 3 x sky130_fd_sc_hd__a22oi_1, 3 x sky130_fd_sc_hd__nor2b_1.
- The worst min-delay path category is reg -> reg.
- The summed instance area of the synthesized netlist is around 360 um^2.
- The switching power of the nets is 0.000118 W.
- The report lists the number of cells resized after CTS as 0.
- The floorplan step defined a core boundary enclosing between 0.003 and 0.004 mm^2.
- The synthesized instance count is 34.
- The initial antenna violation count is 0.
- 14 I/O pins were placed.
- For this run, the register share of the synthesized area comes to approximately 58%.
- The met1 usage in global routing is between 2 and 2.5%.
- The type of the worst setup path is reg -> out.
- The average instance area after synthesis is roughly 11 um^2.
- The transition time recorded at the tightest slew-check pin is roughly 0.26 ns.
- The chip area is 0.00640 mm^2.
- Setup repair after global routing left no endpoint under its margin.
- Buffers added to address setup during post-CTS repair amount to 0.
- The x dimension of the die is 80 um.
- After synthesis, the share of flip-flops with an asynchronous set or reset is 0%.
- The clock insertion delay at the later pin of the skew report is around 0.25 ns.
- According to the timing report, the critical path is captured at out[2].
- The largest fanout of any net on the critical path is 3.
- The busiest layer in global routing is met2.
- The DRC marker count from the first detailed-route iteration is 9.
- In this run, CTS created clock tree buffers numbering 3.
- The fraction of power consumed by the clock network is about 38%.
- The worst-case IR drop observed on VDD is around 0.19 mV.
- The setup violation total in the final timing report is 0.
- At the worst endpoint, the arrival time is ~1.1 ns.
- Warnings raised by the tools during the run amount to 25.
- The relative contribution of combinational cells to total power is roughly an eighth.
- The data required time at the worst endpoint is 1.20 ns.
- The tool flagged a number of max-cap violations equal to 0.
- The first-pass detailed-route iteration total is 2.
- The critical register-to-register path endpoint is count_out[1].
- Per the final layout report, the fraction of cells sized above drive strength 1 comes to between 10% and 20%.
- By area the synthesized netlist is led by sky130_fd_sc_hd__dfxtp_1 49%, sky130_fd_sc_hd__nand2b_1 8.6%, sky130_fd_sc_hd__edfxtp_1 8.2%.
- The startpoint of the most critical setup path is out[2].
- The yosys synthesis chip area is 364 um^2.
- The dominant cell type by area after synthesis is sky130_fd_sc_hd__dfxtp_1.
- Power comes to approximately 0.0006 W.
- The buffer and inverter count on the worst path is 1.
- The number of hold violations in the final report is 0.
- Max-slew check failures listed in the final report amount to 0.
- Clock tree synthesis selected as its root buffer the cell sky130_fd_sc_hd__clkbuf_4.
- The number of distinct library cell variants in the gate-level netlist after synthesis is 16.
- The share of the core area taken by cells at floorplan is 10.7%.
- The flow ran to the end, and the final reports show no timing, DRC or antenna violations.
- Counting along the longest clock path gives a buffer depth of 2.
- Cell internal power was estimated by the tool at around 0.00049 W.
- The power density over the cells is approximately 1000 mW/mm^2.
- STA classifies the critical path startpoint as a flip-flop.
- The portion of total power attributed to sequential cells is about half.
- The met2 routing resource usage after global routing is under 10%.
- The initialized floorplan defines 21 standard-cell rows.
- The number of gates on the worst path with buffers counted is 1.
- In this run the register-to-register setup slack is 0.45 ns.
- Among all stages on the critical path, the largest delay is contributed by sky130_fd_sc_hd__clkdlybuf4s50_1.
- Counting I/O delays and the setup requirement, the final critical path takes about 1.4 ns.
- Relative to the synthesized area, the layout overhead comes to 64.3%.
- The final timing summary puts the cycle share of the worst path at about 94%.
- The worst register-to-register path begins at count_out[0].
- The relative max-transition margin is between 80% and 90%.
- TritonCTS built the clock tree.
- The global-route usage over all layers is under 10%.
- The number of sinks driven by the clock tree is 10.
- The longest incremental delay of any stage on the critical path is reported as approximately 0.49 ns.
- The count of unresolved DRC violations after routing is 0.
- For this run, the top clock speed supported by timing is about 710 MHz.
- The routed design has 814 um of wire.
- The antenna diode count is 0.
- The warning tally printed by Yosys for this design is 1.
- The number of I/O port buffers is 13.
- The most frequent cell after synthesis is sky130_fd_sc_hd__dfxtp_1.
- The worst-case clock skew is 0.000123 ns.
- For reference, the critical path cell chain is clkdlybuf4s50_1.
- The number of cells in Yosys stat is 34.
- The HPWL reported at the end of detailed placement is between 600 and 700 um.
- Counting flops with a built-in enable in the synthesized netlist gives 1.
- The area share of the largest cell type after synthesis is around half.
- The clock-pin slew on the worst setup and hold paths is ~0.06 ns.
- The wire length of the first global-routing pass is 1290 um.
## layer usage
layer | routed length, um | part of all wire, % | vias up
met2 | 413 | 51 | 6
li1 | - | - | 151
met1 | 328 | 40 | 141
met5 | 0 | 0 | -
met4 | 34 | 4.2 | 0
met3 | 39 | 4.8 | 2
## layout make-up
cell class              count  area, um^2
flip-flops and latches     10         210
repair buffers             15         145
multi-input cells          22         145
clock buffers               4        36.3
fillers                   381        2820
inverters                   1        3.75
well taps                  46        57.6
## worst min-delay path by stage
| stage | cells past startpoint | endpoint | startpoint | slack [ns] |
|---|---|---|---|---|
| after CTS | 2 | out[0] | out[0] | 0.49 |
| after global routing | 2 | out[0] | out[0] | 0.51 |
| final | 2 | out[0] | out[0] | 0.49 |
## power groups by stage
stage	combinational (W)	clock, W	sequential [W]
final	0.0000800	0.000231	0.000297
after global routing	0.0000888	0.000258	0.000299
after CTS	0.0000826	0.000243	0.000297
## placed cells by master (no fill, tap or decap), drive strengths merged, types with 2 or more instances in the layout
master	count
a22oi	3
buf	2
clkbuf	4
clkdlybuf4s50	13
dfxtp	9
nand2b	5
nand3	2
nor2b	3
xnor2	2
## cells by family after synthesis
family / after synthesis / share of synthesized area, %
buf+inv: 2 / 2.40
fa+ha+maj: 1 / 3.44
xor+xnor: 2 / 4.81
compound gates: 5 / 9.62
flops: 10 / 57.7
simple gates: 14 / 22.0
## state kept, by name, indices dropped and copies added, names as in the netlist
signal and count:
handshake_sig 1, out 5, count_out 4
## stage by stage
step | cell area (um^2) | utilization [%] | worst slack [ns] | std cells
after CTS | 598 | 17.5 | 0.0765 | 98
after floorplan | 364 | - | 0.508 | 34
after global placement | 562 | 16.4 | 0.0578 | 94
after detailed placement | 562 | 16.4 | -0.00646 | 94
after global routing | 598 | 17.5 | 0.0329 | 98
final | 598 | 17.5 | 0.0968 | 98
Power and IR drop assume default switching activity.
